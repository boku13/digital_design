`run.sh`:
```
#!/bin/bash
# OpenROAD 26Q1-2900-gdf79404cd8, Yosys 0.63+post, stock flow scripts
make -C /OpenROAD-flow-scripts/flow DESIGN_CONFIG=/design/flow/config.mk WORK_HOME=/design/flow/orfs finish
```
`config.mk`:
```
export PLATFORM = sky130hd
export DESIGN_NAME = binary_clock
export DESIGN_NICKNAME = binary_clock
export VERILOG_FILES = /design/flow/design.v
export SDC_FILE = /design/flow/constraint.sdc
export NUM_CORES = 4
export LEC_CHECK = 1
export CORE_AREA = 10 10 75 75
export DIE_AREA = 0 0 85 85
```
`constraint.sdc`:
```
current_design binary_clock

set clk_period 2.1
set clk_io_pct 0.2

create_clock -name clk0 -period $clk_period [get_ports {clk}]

set non_clock_inputs [all_inputs -no_clocks]
set_input_delay [expr $clk_period * $clk_io_pct] -clock clk0 $non_clock_inputs
set_output_delay [expr $clk_period * $clk_io_pct] -clock clk0 [all_outputs]
```
`design.v`:
```
`timescale 1ns / 1ps
module binary_clock(
    input clk,          
    input reset,        
    output [5:0] sec_leds,   
    output [5:0] min_leds    
);
    reg [5:0] seconds = 0;
    reg [5:0] minutes = 0;
    always @(posedge clk or posedge reset) begin
        if (reset) begin
            seconds <= 0;
            minutes <= 0;
        end else begin
            if (seconds == 59) begin
                seconds <= 0;
                if (minutes == 59) begin
                    minutes <= 0;
                end else begin
                    minutes <= minutes + 1;
                end
            end else begin
                seconds <= seconds + 1;
            end
        end
    end
    assign sec_leds = seconds;
    assign min_leds = minutes;
endmodule
```
==> impl_metrics.yaml <==
# implementation run metrics
grt:
  grt_usage: 0.03717
  antenna_found_initial: 0
  grt_max_degree: 13
  grt_pass1_wl_um: 2249
  grt_overflow_total: 0
  grt_pass1_vias: 477
finish:
  fin_util: 0.1986
  n_fill_cell: 433
  drive_gt1_frac: 0.06579
  syn_to_final_growth_pct: 36.44
clock_tree:
  cts_buffers: 3
  clockBufferDepth: 2
  cts_tree: "yes"
  cts_max_level: 1
  post-cts-setup-buffers: 0
  cts.sinks: 12
  clkTransAtPathRegs_ns: 0.05
  hold_buffers: 0
  root_buffer: "clkbuf_8"
  ctsResizeCount: 0
  clk_latency_ns: 0.23
drt:
  drc: 0
  vias_per_cell: 3.921
  drtIter0Drc: 24
  wl_um: 1324
  ant_nets: 0
  wl_per_cell_um: 10.51
  drtPass1Iterations: 4
  antenna_cells_inserted: 0
  via_count: 494
synth:
  ys_top_cells_by_count: "12 x dfrtp_1, 11 x nand2_1"
  yosys_cells: 62
  synthTopCellsByArea: "dfrtp_1 51%, nand2_1 7.0%, ha_1 4.2%, nand3_1 3.4%, o21ai_0 3.4%"
  ys_area_sq_um: 590.6
  synth-edff-count: 0
  yosysWarnings: 1
  syn_inst: 62
  synth_cell_types: 24
  ys_async_sr_fraction: 1.000
  syn-mean-instance-area_sq_um: 9.525
  ys_seq_elements: 12
  top_cell_area_share: 0.5085
  netlist_area_sq_um: 590.6
  top_area_cell: "dfrtp_1"
  yosysSeqAreaShare: 0.5085
  top_cell: "dfrtp_1"
  synthFlopType: "dfrtp_1"
floorplan:
  die_h_um: 85
  core_area_sq_mm: 0.004058
  core_util_floorplan: 0.1455
  rows: 23
  ioPinCount: 14
  die_w_um: 85
  die_area_sq_mm: 0.007225
timing:
  fin_setup_tns_ns: 0
  max-slew-margin-rel: 0.7036
  setup_violations: 0
  rsz0062_at_grt: "false"
  skew_ns: 0.002065
  fmax_ghz: 0.5982
  hold_viol_final: 0
  finalMaxSlewViolations: 0
  post-route-period-util: 0.7960
  fin_crit_ns: 1.672
  worst_slew_pin_slew_ns: 0.4441
setup_path:
  arrival_ns: 1.25
  worstPathMaxFanout: 9
  reg2reg_setup_slack_ns: 0.43
  required_ns: 1.68
  crit_type: "flop to output pin"
  setup.worst_path.end_class: "output pin"
  rr_endpoint: "minutes[5]"
  start_kind: "flop"
  reg2reg_depth: 5
  max_stage_delay_ns: 0.53
  cp_num_buf_inv: 1
  crit_family: "buffers and inverters"
  cp_slowest_cell: "clkdlybuf4s50_1"
  rr_startpoint: "seconds[0]"
  path_cells: "clkdlybuf4s50_1"
power:
  ir_drop_mv: 0.3080
  fin_total_pwr_mw: 0.4352
  power_density_mw_per_mm2: 540.1
  p_leak_nw: 0.3272
outcome:
  status: "completed"
placement:
  dpl.hpwl_um: 1079
  io_buffers: 13
  place.gp.congestion: 0.8109
run:
  warnings: 25
  drv_cap: 0
worst_hold_path:
  hold_class: "input port to async pin"
## cell type report
class / instances / area, sq um / share of cell area
Multi-Input combinational cell: 44 / 256.5 / 0.3183
Inverter: 4 / 15.01 / 0.01863
Tap cell: 50 / 62.56 / 0.07764
Clock buffer: 3 / 41.29 / 0.05124
Timing Repair Buffer: 13 / 130.1 / 0.1615
Sequential cell: 12 / 300.3 / 0.3727
## metal layers
| metal | share of wire | up-vias | routed length (um) | track usage |
|---|---|---|---|---|
| li1 | - | 246 | - | - |
| met1 | 0.43 | 241 | 564 | 0.04250 |
| met2 | 0.52 | 7 | 683 | 0.06267 |
| met3 | 0.057 | 0 | 75 | 0.01927 |
| met4 | 0 | 0 | 0 | 0.002994 |
| met5 | 0 | - | 0 | 0 |
## logic make-up (layout without fill, tap and decap cells)
group                    count (synthesis)  in the layout  synth area share
AND/OR/NAND/NOR                         26             26            0.2161
AND-OR/OR-AND                           14             14            0.1462
flip-flops                              12             12            0.5085
buffers and inverters                    6             20           0.05720
adder cells (fa/ha/maj)                  2              2           0.04237
XOR/XNOR                                 2              2           0.02967
## sequential cells by signal, indices dropped and copies added (netlist names)
name     cells
seconds      6
minutes      6
## how the worst max path moves through the flow
| stage | from | endpoint | slack [ns] | cells after the start |
|---|---|---|---|---|
| 6_report | seconds[2] | sec_leds[2] | 0.43 | 1 |
| 5_1_grt | seconds[0] | minutes[0] | 0.29 | 5 |
| 4_1_cts | seconds[2] | sec_leds[2] | 0.40 | 1 |
## cells in the final DEF (no fill, tap or decap)
| cell type | instances |
|---|---|
| a31oi_1 | 1 |
| or4_1 | 1 |
| inv_1 | 4 |
| o211ai_1 | 2 |
| or3_1 | 2 |
| or2_1 | 1 |
| dfrtp_1 | 12 |
| clkbuf_8 | 3 |
| o31ai_1 | 1 |
| clkdlybuf4s50_1 | 13 |
| xor2_1 | 1 |
| a21oi_1 | 2 |
| or2_2 | 1 |
| o21ai_1 | 2 |
| nand4_1 | 1 |
| a22o_1 | 1 |
| nor2_1 | 4 |
| o21ai_0 | 4 |
| ha_1 | 2 |
| a41oi_1 | 1 |
| nand2_1 | 11 |
| nand4_2 | 1 |
| nand3_1 | 4 |
| xnor2_1 | 1 |
## through the flow
stage / hold WS [ns] / worst slack, ns / area, sq um / cells
floorplan: 0.2847 / 0.5518 / 590.6 / 62
global placement: 0.5159 / 0.5162 / 764.5 / 123
detailed placement: 0.5326 / 0.4493 / 764.5 / 123
CTS: 0.5057 / 0.4020 / 805.8 / 126
global route: 0.5337 / 0.2893 / 805.8 / 126
finish: 0.4865 / 0.4284 / 805.8 / 126
## power breakdown
group	internal [mW]	total [mW]	switching, mW
Clock	0.125	0.197	0.0720
Combinational	0.00172	0.00609	0.00436
Sequential	0.232	0.232	0
No activity file was given, so power comes from the tool's default toggle rates.
