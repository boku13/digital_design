==> run.sh <==
#!/bin/bash
# OpenROAD 26Q1-2900-gdf79404cd8, Yosys 0.63+post, stock flow scripts
make -C /OpenROAD-flow-scripts/flow DESIGN_CONFIG=/design/flow/config.mk WORK_HOME=/design/flow/orfs finish
==> config.mk <==
export PLATFORM = sky130hd
export DESIGN_NAME = Decoder4to16
export DESIGN_NICKNAME = Decoder4to16
export VERILOG_FILES = /design/flow/design.v
export SDC_FILE = /design/flow/constraint.sdc
export NUM_CORES = 4
export LEC_CHECK = 1
export CORE_AREA = 10 10 70 70
export DIE_AREA = 0 0 80 80
==> constraint.sdc <==
current_design Decoder4to16

set clk_period 1.0
set clk_io_pct 0.2

create_clock -name clk0 -period $clk_period

set non_clock_inputs [all_inputs -no_clocks]
set_input_delay [expr $clk_period * $clk_io_pct] -clock clk0 $non_clock_inputs
set_output_delay [expr $clk_period * $clk_io_pct] -clock clk0 [all_outputs]
==> design.v <==
`timescale 1ns / 1ps
module Decoder2to4(
    input enable,         
    input [1:0] a,        
    output [3:0] x        
);
    assign x[0] = enable & ~a[1] & ~a[0];   
    assign x[1] = enable & ~a[1] & a[0];    
    assign x[2] = enable & a[1] & ~a[0];    
    assign x[3] = enable & a[1] & a[0];     
endmodule
module Decoder4to16(
    input enable,         
    input [3:0] A,         
    output [15:0] Y        
);
    wire [3:0] en;  
    Decoder2to4 firstStage(.enable(enable), .a(A[3:2]), .x(en));
    Decoder2to4 secondStage0(.enable(en[0]), .a(A[1:0]), .x(Y[3:0]));     
    Decoder2to4 secondStage1(.enable(en[1]), .a(A[1:0]), .x(Y[7:4]));     
    Decoder2to4 secondStage2(.enable(en[2]), .a(A[1:0]), .x(Y[11:8]));    
    Decoder2to4 secondStage3(.enable(en[3]), .a(A[1:0]), .x(Y[15:12]));   
endmodule
==> results.py <==
# Generated from Yosys and OpenROAD reports
metrics = {
    "yosys": {
        "netlist_top_cells_area": "nor2_1 (38%), nor3_1 (13%), nand3b_1 (13%), nand2b_1 (11%), or3b_4 (9.6%)",
        "synthCells": 23,
        "ys_top_cells_by_count": "nor2_1 (12), nor3_1 (3), nand2b_1 (2), nand3b_1 (2)",
        "post-synth-top-count-cell": "nor2_1",
        "area_of_the_mapped_netlist_um2": 118,
        "yosysWarnings": 0,
        "ys_cells": 23,
        "synth_top_cell_by_area": "nor2_1",
        "top_area_share_pct": 38.3,
        "synth.lib_cells_used.distinct": 8,
        "syn-mean-instance-area_um2": 5.11,
        "synth_chip_area_um2": 118,
        "synth-seq-area-share_pct": 0,
    },
    "sta": {
        "max_freq_mhz": 796,
        "finalSetupViolCount": 11,
        "maxSlewViolCount": 0,
        "period_needed_ps": 1260,
        "post-route-worst-setup-slack_ps": -256,
        "max-slew-margin-rel_pct": 88.3,
        "hold_slack_ps": 669,
        "rsz0062_at_grt": "true",
        "finalHoldViolations": 0,
        "worst_pin_slew_ps": 174,
        "layout_worst_path_cycle_share_pct": 126,
    },
    "setup_path": {
        "timing.critical_path.required_ps": 800,
        "cp_max_fo": 3,
        "critPathCapture": "Y[0]",
        "path_class": "input pin to output pin",
        "worst_ep_arrival_time_ps": 1060,
        "endpoint_kind": "output pin",
        "startpoint_type": "input pin",
        "startpoint": "A[2]",
    },
    "clock_network": {
        "cts.hold.buffers_added": 0,
    },
    "cells_and_area": {
        "areaGrowthSynthToFinish_pct": 417,
        "finalInstanceArea_um2": 608,
        "filler_cell_count": 376,
        "combined_area_of_the_multi_input_logic_cells_um2": 225,
        "post_route_cells_drive_above_1_share_pct": 93.4,
        "clock_buffers": 0,
        "register_cell_area_after_layout_um2": 0,
        "sequential_cell_total": 0,
    },
    "global_routing": {
        "grt_start_max_net_pins": 8,
        "overflow": 0,
        "grt_pass1_vias": 296,
        "grt_antenna_before_repair": 0,
        "grt_pass1_wl_mm": 1.51,
        "global_route.usage.total_pct": 2.86,
    },
    "drt": {
        "avgViaCountPerCell": 3.03,
        "drc": 0,
        "route.vias.total": 324,
        "detail-route-antenna-nets": 0,
        "post_drt_wl_per_cell_um": 10.1,
        "met2_wirelength_um": 515,
        "met3_length_um": 106,
        "highest_routed_layer": "met3",
        "drtPass1Iterations": 2,
        "wl_met1_um": 455,
        "final_wirelength_mm": 1.08,
        "diodes": 0,
        "drtIter0Drc": 17,
    },
    "outcome": {
        "run_status": "complete, but fails checks",
        "violated_checks": "negative setup slack",
    },
    "floorplan": {
        "fp.coreArea_um2": 3420,
        "chip_area_um2": 6400,
        "pin_count": 21,
        "die_height_um": 80,
        "die-width_um": 80,
        "num_rows": 21,
        "initial_standard_cell_utilization_of_the_core_pct": 3.44,
    },
    "place": {
        "placed_cell_area_um2": 408,
        "io_buffer_count": 21,
        "gp_routability_congestion": 0.750,
        "place.detailed.hpwl_um": 733,
    },
    "hold_path": {
        "hold_path_startpoint": "A[0]",
        "worstHoldPathType": "input pin to output pin",
        "hold_path_depth": 3,
    },
    "power_and_ir_drop": {
        "clockPowerShare_pct": 0,
        "cellLeakagePower_uw": 0.000270,
        "cellPowerDensity_nw_per_um2": 278,
        "p_switching_uw": 71.3,
        "irDropWorstVdd_mv": 0.0521,
        "netSwitchingFraction_pct": 42.2,
        "internal-power_uw": 97.8,
        "p_comb_share_pct": 100.0,
        "power.sequential.fraction_pct": 0,
    },
    "job": {
        "max_cap_violations": 0,
        "stage_log_warnings": 34,
    },
}
==> worst min path at each step <==
stage / end / slack, ps
CTS: Y[12] / 690
global route: Y[12] / 690
finish: Y[12] / 670
==> critical path, cell delays in order <==
cell and delay [ps]:
buf_8 100, or3b_4 410, buf_6 130, nor3_2 90, buf_2 120
==> per-layer routing <==
layer | GRT usage, % | vias to the layer above
met4 | 0 | 0
met3 | 0.795 | 0
met5 | 0 | -
li1 | - | 155
met1 | 3.76 | 155
met2 | 4.82 | 14
==> power by group through the flow <==
stage | combinational (uW) | sequential, uW | clock [uW]
CTS | 143 | 0 | 0
global route | 181 | 0 | 0
finish | 169 | 0 | 0
==> layout make-up <==
type	instances	share of cell area, %
multi-input combinational	23	37.0
tap	46	9.47
timing repair buffer	38	53.5
==> logic make-up after synthesis <==
| family | count (synthesis) | share of synthesized area [%] |
|---|---|---|
| and+or+nand+nor | 23 | 100 |
==> timing repair <==
| action | CTS | global route |
|---|---|---|
| gates resized | 97 | 24 |
| setup endpoints to repair | 16 | 16 |
| pin swaps | 19 | 16 |
| buffers inserted | 13 | 1 |
==> per-stage QoR <==
stage	util (%)	TNS, ps	setup slack [ps]	power, uW	std cells
2_1_floorplan	-	0	134	21.0	23
3_3_place_gp	11.9	-12750	-904	84.4	93
3_5_place_dp	11.9	-12880	-928	85.0	93
4_1_cts	16.2	-1600	-306	143	106
5_1_grt	17.8	-1930	-299	181	107
6_report	17.8	-1380	-256	169	107
==> cells in the final DEF, fill, tap and decap left out, drive strengths merged <==
master         netlist  layout
clkdlybuf4s15        0       1
nand2                1       1
or3b                 1       1
clkbuf               0       4
nor2                12      12
nand3b               2       2
nor3                 4       4
buf                  0      33
nand2b               2       2
nand3                1       1
No activity file was given, so power comes from the tool's default toggle rates.
