--- flow/design.v ---
`timescale 1ns / 1ps
module serialadder ( DATA, loadA, loadB, start, clk, regA, regB, rst, co, cout_f);
    input [3:0] DATA;
    input loadA, loadB, start, clk, rst;
    output reg [3:0] regA, regB;
    output co;
    output reg cout_f;
    reg cin;
    reg [27:0] count = 0;
    wire w1, w2, w3, sum, cout;
    assign co = count[27];
    always @(posedge clk)
        count <= count + 1;
    xor (sum, regA[0], regB[0], cin);
    and (w1, regA[0], regB[0]);
    and (w2, regA[0], cin);
    and (w3, regB[0], cin);
    or (cout, w1, w2, w3);
    always @(posedge co)   
    begin
        if (rst) 
        begin
            regA <= 4'b0000;
            regB <= 4'b0000;
            cin <= 1'b0;
        end 
        else if (loadA) 
        begin
            regA <= DATA;
        end 
        else if (loadB) 
        begin
            regB <= DATA;
        end 
        else if (start) 
        begin
            regB <= regB >> 1;
            regA <= regA >> 1;
            regA[3] <= sum;
            cin <= cout;
            cout_f <= cout;
        end
    end
endmodule
--- flow/run.sh ---
#!/bin/bash
# OpenROAD 26Q1-2900-gdf79404cd8, Yosys 0.63+post, stock flow scripts
make -C /OpenROAD-flow-scripts/flow DESIGN_CONFIG=/design/flow/config.mk WORK_HOME=/design/flow/orfs finish
--- flow/config.mk ---
export PLATFORM = sky130hd
export DESIGN_NAME = serialadder
export DESIGN_NICKNAME = serialadder
export VERILOG_FILES = /design/flow/design.v
export SDC_FILE = /design/flow/constraint.sdc
export NUM_CORES = 4
export LEC_CHECK = 1
export CORE_AREA = 10 10 102 102
export DIE_AREA = 0 0 112 112
--- flow/constraint.sdc ---
current_design serialadder

set clk_period 4.7
set clk_io_pct 0.2

create_clock -name clk0 -period $clk_period [get_ports {clk}]

set non_clock_inputs [all_inputs -no_clocks]
set_input_delay [expr $clk_period * $clk_io_pct] -clock clk0 $non_clock_inputs
set_output_delay [expr $clk_period * $clk_io_pct] -clock clk0 [all_outputs]
==> run summary <==
PD cells: 231 mW/mm^2
Mapped Area: 0.00158 sq mm
Chip Area: 0.0125 sq mm
Leak: 0.650 nW
post-route ant nets: 0
Routability Congestion: 0.750
Overall Power: 0.444 mW
Max Buffers Root-to-Sink: 2
DRT iter0 DRCs: 42
Switching Fraction: 18.3%
Ys Warns: 1
initial antenna violation count: 0
YS chip area: 0.00158 sq mm
via count: 1036
Cell Type Count: 33
worst vdd ir: 0.245 mV
CTS tree: done
fillers: 883
Total Routed Length: 2.60 mm
register area share after synthesis: 48.8%
Gate power share: 4.7%
Buf/Inv on CP: 1
Clock power frac: 41.9%
Finish-stage setup viols: 0
first-pass detailed-route iteration total: 3
Combinational Area: 757 sq um
row cnt: 33
yosys stat cell total: 152
cts bufs inserted: 3
initial core utilization: 19.2%
Final Hold Vio Count: 0
slowest CP cell: dfxtp_1
Setup TNS: 0 ns
root buffer cell: clkbuf_8
Worst-Skew Late Latency: 0.27 ns
worst endpoint data arrival time: 1.37 ns
DR vias/cell: 3.79
RSZ-0062 raised after global routing: no
Setup crit end kind: output port
Reg area: 771 sq um
post-CTS sizing: 0
drt wl/cell: 9.54 um
CP required: 3.76 ns
HP Class: reg -> reg
DPL Wire Length: 1.98 mm
Int Power: 0.363 mW
Final Critical Period: 2.31 ns
Global Route Usage Sum: 4.37%
die x size: 112 um
Layout area overhead: 21.7%
most numerous logic cell after layout: dfxtp_1
Registers, synthesis: 38
switching power: 0.0815 mW
Seq pwr share: 53.5%
# Post-CTS Setup Buffers: 0
cell type with the largest total area: dfxtp_1
area of placed instances: 0.00185 sq mm
Top cell area share: 46.9%
CTS hold repair buffers: 0
R2R Setup Slk: 2.90 ns
largest net degree at the start of global routing: 17
CP max FO: 12
endpoints left unconstrained: 20
Synth Instances: 152
share of cells above drive strength 1: 7.74%
H-tree levels: 1
crit path launch type: register
diode count: 0
max-cap violation count: 0
fin area: 0.00192 sq mm
status: finished clean
critical path, cell by cell: clkdlybuf4s50_1
mean post-synth cell area: 10.4 sq um
Port Buf Inserts: 18
crit path kind: reg -> out
# DRC: 0
worst rel slew slack: 58.5%
tool warnings: 25
period utilisation layout: 49.2%
Worst Tran Pin Value: 0.621 ns
register pins left without a clock: 10
Die H: 112 um
Slew Limit Fails: 0
global-route wire length before repair: 4.84 mm
Core ar.: 0.00822 sq mm
IO Pins: 19
vias in the first global route: 1010
Final Core Density: 23.4%
Worst-path clk slew: 0.10 ns
grt ovf: 0
Top area cell types: dfxtp_1 47%, xnor2_1 12%, mux2i_1 4.4%
delay-heaviest family, CP: flip-flops
Top cells excl fill/tap: 37 x dfxtp_1, 22 x xnor2_1, 18 x clkdlybuf4s50_1
skew final: 0.00729 ns
crit-path max cell delay: 0.55 ns
fmax: 0.433 GHz
Yosys cell counts, drive strengths merged:
library cell,instances
clkbuf,4
inv,1
mux2i,7
and4,5
nor3,3
nand2b,1
dfxtp,37
and2,3
ha,1
xor2,4
fa,1
nor2b,2
o21ai,2
nand3,7
edfxtp,1
nand3b,1
and3,4
xnor2,22
nor2,12
nand4,11
mux2,4
buf,3
a21oi,2
nand2,11
a211oi,3
state kept, by name, summed over array words and instances, names as in the netlist:
signal	flops
cin	1
count	28
cout_f	1
regA	4
regB	4
cells by family after synthesis:
logic type | Yosys count | synth area share [%]
AND-OR/OR-AND | 7 | 2.69
XOR/XNOR | 26 | 14.4
adder cells (fa/ha/maj) | 2 | 2.06
buffers and inverters | 8 | 3.25
flip-flops | 38 | 48.8
multiplexers | 11 | 7.29
AND/OR/NAND/NOR | 60 | 21.5
per-layer routing:
metal / GRT usage (%) / routed length [um]
met1: 6.65 / 1450
met3: 1.41 / 160
met2: 6.10 / 997
met4: 0.338 / 0
met5: 0 / 0
power groups by stage:
stage | sequential [mW] | combinational [mW] | clock [mW]
after global routing | 0.238 | 0.0230 | 0.204
final | 0.237 | 0.0208 | 0.186
after CTS | 0.237 | 0.0210 | 0.191
per-stage QoR:
stage                     hold WS (ns)  worst slack [ns]  cells
final                            0.417              2.39    273
after global placement           0.393              2.68    269
after global routing             0.447              2.29    273
after detailed placement         0.400              2.67    269
after CTS                        0.422              2.35    273
after floorplan                  0.383              3.32    152
area by class of cell:
class,instances,share of cell area (%)
clock inverter,1,1.56
multi-input combinational,106,39.4
inverter,1,0.195
sequential,38,40.1
timing repair buffer,19,9.77
clock buffer,3,2.15
tap,105,6.84
worst paths after layout:
check / from / endpoint / cells after the start
max: count[27] / co / 1
min: count[0] / count[0] / 1
max reg2reg: count[0] / count[24] / 5
min reg2reg: count[0] / count[0] / 1
Power and IR drop assume default switching activity.
